[flow/design.v]
module ysyx_041461_RAM(
    input                CLK ,
    input                CEN ,
    input                WEN ,
    input       [127:0]  BWEN,
    input       [5:0]    A   ,
    input       [127:0]  D   ,
    output reg  [127:0]  Q   
);
wire cen  = ~CEN;
wire wen  = ~WEN;
wire [127:0] bwen = ~BWEN;
reg [127:0] ram [0:63];
always @(posedge CLK) begin
    if(cen && wen) begin
        ram[A] <= (D & bwen) | (ram[A] & ~bwen);
    end
    Q <= cen && !wen ? ram[A] : {4{$random}};
end
endmodule
[flow/run.sh]
#!/bin/bash
# OpenROAD 26Q1-2900-gdf79404cd8, Yosys 0.63+post, stock flow scripts
make -C /OpenROAD-flow-scripts/flow DESIGN_CONFIG=/design/flow/config.mk WORK_HOME=/design/flow/orfs finish
[flow/config.mk]
export PLATFORM = sky130hd
export DESIGN_NAME = ysyx_041461_RAM
export DESIGN_NICKNAME = ysyx_041461_RAM
export VERILOG_FILES = /design/flow/design.v
export SDC_FILE = /design/flow/constraint.sdc
export NUM_CORES = 4
export LEC_CHECK = 1
export CORE_UTILIZATION = 50
export SYNTH_MEMORY_MAX_BITS = 65536
[flow/constraint.sdc]
current_design ysyx_041461_RAM

set clk_period 105.2
set clk_io_pct 0.2

create_clock -name clk0 -period $clk_period [get_ports {CLK}]

set non_clock_inputs [all_inputs -no_clocks]
set_input_delay [expr $clk_period * $clk_io_pct] -clock clk0 $non_clock_inputs
set_output_delay [expr $clk_period * $clk_io_pct] -clock clk0 [all_outputs]
==> reports/metrics.yaml <==
status: "finished clean"
fin_cells: 29029
cts_tree: "done"
die.size.y_um: 805.5
initCoreUtil_pct: 50.28
clock_latency_ps: 1190
dp_cells: 27444
wire_per_inst_um: 35.41
rsz0062_at_grt: "false"
min_period_over_period_pct: 25.31
worstHoldEndpoint: "Q[35]$_SDFF_PN0_"
worst_clock_skew_ps: 50.97
flop_cell: "edfxtp_1"
die_w_um: 805.5
seqPwrFrac_pct: 53.2
fillers: 47657
gp_congestion: 0.8970
root_buffer: "clkbuf_16"
ys_async_sr_fraction_pct: 0
switching_power_mw: 1.561
worst_slew_pin_slew_ps: 1207
io_pins: 393
r2r_cells: 7
grt_overflow: 0
cts_hold_buffers: 0
htreeDepth: 6
register_area_mm2: 0.2486
clkPwrFrac_pct: 40.5
fin_ws_ps: 78570
worstReg2RegStart: "ram[16][77]$_DFFE_PP_"
clockBufferDepth: 4
setup.worst_path.end_class: "flop"
r2r_slack_ps: 101650
syn_avg_cell_area_um2: 17.01
crit_path_max_fanout: 64
grt_max_degree: 146
portBuffers: 392
drtPass1Iterations: 8
p_sw_share_pct: 22.28
arrival_ps: 27470
synth_seq_share_pct: 77.01
synthesis.area_mm2: 0.3228
syn_to_final_growth_pct: 13.85
grt_pass1_vias: 194707
r2r_end: "ram[58][77]$_DFFE_PP_"
vias: 188882
grt_pass1_wl_um: 1441000
setup_viol: 0
synth_cells: 18971
crit_required_ps: 106040
p_leak_nw: 115.5
ant_nets: 0
final_max_slew_viol_count: 0
worstHoldPathCells: 4
fin_crit_ps: 26630
max_freq_mhz: 37.55
place_ws_ps: 77620
area.combinational_mm2: 0.07037
antenna_found_initial: 41
rows: 294
pwr_density_cell_mw_per_mm2: 19.07
drc: 0
ir_worst_vdd_v: 0.00001965
tns_ps: 0
final_common_cell: "edfxtp_1"
min_from: "ram[26][35]$_DFFE_PP_"
yosys_area_mm2: 0.3228
most-common-layout-cells: "8192 x edfxtp_1, 1232 x a22oi_1, 950 x buf_4, 854 x mux2i_1, 848 x clkbuf_16"
wl_um: 1028000
maxCapViolations: 0
intPower_mw: 5.445
ys_cells: 18971
criticalPathCategory: "in2reg"
core_mm2: 0.6419
hpwl_um: 585000
drtIter0Drc: 14506
post_cts_buffers: 0
die_area_mm2: 0.6488
min_path_type: "reg2reg"
cts.sinks: 8320
enable_flop_cells: 8192
cts-resized-gates: 0
clkTransAtPathRegs_ps: 60
finalHoldViolCount: 0
cp-start-kind: "primary input"
track_usage_pct: 35.23
warning_count: 71
combPwrFrac_pct: 6.2
numSynthFlops: 8320
yosysUniqueCellTypes: 72
via_per_inst: 6.507
yosysWarnings: 3
drive_gt1_share_pct: 16.48
cts_made_buffers: 832
relSlewSlack_pct: 18.79
whs_ps: 744.0
-- cells by family (layout without fill, tap and decap cells) --
logic type	Yosys count	in the layout	synth area share, %
mux	1382	1382	4.914
flops	8320	8320	77.01
other cells	0	59	0
buf+inv	1493	2908	1.917
compound gates	4509	4509	9.874
simple gates	3267	3267	6.289
-- stage by stage --
| stage | area (um^2) | power (mW) | util [%] |
|---|---|---|---|
| 3_3_place_gp | 341500 | 4.226 | 53.19 |
| 3_5_place_dp | 341500 | 4.231 | 53.19 |
| 6_report | 367500 | 7.006 | 57.25 |
| 4_1_cts | 367300 | 7.033 | 57.23 |
| 5_1_grt | 367400 | 7.187 | 57.23 |
| 2_1_floorplan | 322800 | 4.039 | - |
-- cell type report --
| class | count | share of cell area (%) |
|---|---|---|
| antenna | 59 | 0.04018 |
| inverter | 7 | 0.01260 |
| clock inverter | 392 | 0.8822 |
| timing repair buffer | 1375 | 3.195 |
| multi-input combinational | 9158 | 19.15 |
| clock buffer | 1134 | 6.164 |
| tap | 8584 | 2.923 |
| sequential | 8320 | 67.64 |
-- power by group through the flow --
stage	Clock, mW	Sequential, mW	Combinational (mW)
6_report	2.84	3.73	0.436
5_1_grt	2.99	3.73	0.464
4_1_cts	2.87	3.73	0.432
-- synthesized netlist by cell type, drive strengths merged (13+ instances only) --
master	count	area, um^2
or4	13	101.4
a22o	302	2645
mux2	407	4587
nor4b	59	867.1
nor2	443	1668
a22oi	1232	9249
and3	223	1395
o2bb2ai	117	1025
mux2i	854	8548
a21oi	787	3939
a222oi	59	590.6
nor3	81	405.4
o21ai	347	1737
a221oi	234	2049
nand2b	221	1383
nand4	65	406.6
and4b	56	560.5
nand2	411	1545
o22ai	668	4179
nor4	134	838.3
nor3b	222	1672
a211oi	115	863.3
clkbuf	971	3645
a31o	56	490.5
edfxtp	8192	246000
nand3	455	2277
buf	515	2517
o211ai	168	1261
dfxtp	128	2562
a221o	115	1151
a2111oi	185	1620
mux4	121	2725
o22a	16	140.1
o2111ai	62	543.0
or3b	390	3416
or3	17	106.4
nand3b	423	3176
-- worst max-delay path, cell delays in order --
cell	delay, ps
buf_16	320
buf_4	450
buf_4	630
buf_4	690
buf_4	600
buf_4	620
buf_4	650
or3b_2	230
a21oi_1	60
a2111oi_0	560
nand4_1	390
nor4b_2	540
a21oi_4	100
buf_4	310
-- routing by layer --
metal | wire length, um | part of all wire [%] | vias up | track usage [%]
met4 | 51770 | 5.0 | 81 | 13.44
met3 | 196200 | 19 | 2569 | 28.49
li1 | - | - | 79220 | -
met1 | 319300 | 31 | 92826 | 43.85
met5 | 2434 | 0.24 | - | 2.623
met2 | 458400 | 45 | 14186 | 47.68
-- state kept, by name (all words and copies together) (netlist names) --
| signal | flops |
|---|---|
| ram | 8192 |
| Q | 128 |
-- worst max path at each step --
stage / startpoint / end / slack, ps
5_1_grt: A[2] / ram[23][51]$_DFFE_PP_ / 78340
6_report: A[2] / ram[9][51]$_DFFE_PP_ / 78570
4_1_cts: A[2] / ram[11][51]$_DFFE_PP_ / 78860
Power is estimated from default activity; no workload was simulated.
