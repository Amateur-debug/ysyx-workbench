$ cat ./config.mk
export PLATFORM = sky130hd
export DESIGN_NAME = ysyx_041461_IF2
export DESIGN_NICKNAME = ysyx_041461_IF2
export VERILOG_FILES = /design/flow/design.v
export SDC_FILE = /design/flow/constraint.sdc
export NUM_CORES = 4
export LEC_CHECK = 1
export CORE_AREA = 10 10 398 398
export DIE_AREA = 0 0 408 408
$ cat ./constraint.sdc
current_design ysyx_041461_IF2

set clk_period 33.1
set clk_io_pct 0.2

create_clock -name clk0 -period $clk_period [get_ports {clk}]

set non_clock_inputs [all_inputs -no_clocks]
set_input_delay [expr $clk_period * $clk_io_pct] -clock clk0 $non_clock_inputs
set_output_delay [expr $clk_period * $clk_io_pct] -clock clk0 [all_outputs]
$ cat ./design.v
module ysyx_041461_IF2(
    input   wire [0:0]    clk            ,
    input   wire [0:0]    rst            ,
    input   wire [63:0]   IF2_pc         ,
    input   wire [0:0]    IF2_hit1       ,
    input   wire [0:0]    IF2_hit2       ,
    input   wire [0:0]    IF2_hit3       ,
    input   wire [0:0]    IF2_hit4       ,
    input   wire [0:0]    IF2_hit5       ,
    input   wire [0:0]    IF2_hit6       ,
    input   wire [0:0]    IF2_hit7       ,
    input   wire [0:0]    IF2_hit8       ,
    input   wire [0:0]    IF2_valid_in   ,
    input   wire [3:0]    IF2_trap_in    ,
    input   wire [2:0]    IF2_ID_TYPE    ,
    input   wire [0:0]    IF2_ID_ready   ,
    input   wire [0:0]    IF2_CD_trap    ,
    output  reg  [0:0]    IF2_valid_out  ,
    output  wire [3:0]    IF2_trap_out   ,
    output  reg  [0:0]    IF2_ready      ,
    output  reg  [31:0]   IF2_inst       ,
    input   wire [127:0]  IF2_sram0_rdata,
    input   wire [127:0]  IF2_sram1_rdata,
    input   wire [127:0]  IF2_sram2_rdata,
    input   wire [127:0]  IF2_sram3_rdata,
    input   wire [63:0]   IF2_AXI_rdata
);
reg [0:0]   state;
reg [127:0] sram0_rdata;
reg [127:0] sram0_rdata_next;
reg [127:0] sram1_rdata;
reg [127:0] sram1_rdata_next;
reg [127:0] sram2_rdata;
reg [127:0] sram2_rdata_next;
reg [127:0] sram3_rdata;
reg [127:0] sram3_rdata_next;
assign IF2_trap_out = IF2_trap_in;
always@(*) begin
    if(state == 1'b0) begin
        sram0_rdata_next = IF2_sram0_rdata;
        sram1_rdata_next = IF2_sram1_rdata;
        sram2_rdata_next = IF2_sram2_rdata;
        sram3_rdata_next = IF2_sram3_rdata;
    end
    else begin
        sram0_rdata_next = sram0_rdata;
        sram1_rdata_next = sram1_rdata;
        sram2_rdata_next = sram2_rdata;
        sram3_rdata_next = sram3_rdata;
    end
end
always@(posedge clk or posedge rst) begin
    if(rst == 1'b1) begin
        sram0_rdata <= 128'b0;
        sram1_rdata <= 128'b0;
        sram2_rdata <= 128'b0;
        sram3_rdata <= 128'b0;
    end
    else begin
        sram0_rdata <= sram0_rdata_next;
        sram1_rdata <= sram1_rdata_next;
        sram2_rdata <= sram2_rdata_next;
        sram3_rdata <= sram3_rdata_next;
    end
end
always@(*) begin
    if(IF2_hit1 == 1'b1) begin
        if(IF2_pc[2:2] == 1'b0) begin
            IF2_inst = sram0_rdata_next[31:0];
        end
        else begin
            IF2_inst = sram0_rdata_next[63:32];
        end
    end
    else if(IF2_hit2 == 1'b1) begin
        if(IF2_pc[2:2] == 1'b0) begin
            IF2_inst = sram0_rdata_next[95:64];
        end
        else begin
            IF2_inst = sram0_rdata_next[127:96];
        end
    end
    else if(IF2_hit3 == 1'b1) begin
        if(IF2_pc[2:2] == 1'b0) begin
            IF2_inst = sram1_rdata_next[31:0];
        end
        else begin
            IF2_inst = sram1_rdata_next[63:32];
        end
    end
    else if(IF2_hit4 == 1'b1) begin
        if(IF2_pc[2:2] == 1'b0) begin
            IF2_inst = sram1_rdata_next[95:64];
        end
        else begin
            IF2_inst = sram1_rdata_next[127:96];
        end
    end
    else if(IF2_hit5 == 1'b1) begin
        if(IF2_pc[2:2] == 1'b0) begin
            IF2_inst = sram2_rdata_next[31:0];
        end
        else begin
            IF2_inst = sram2_rdata_next[63:32];
        end
    end
    else if(IF2_hit6 == 1'b1) begin
        if(IF2_pc[2:2] == 1'b0) begin
            IF2_inst = sram2_rdata_next[95:64];
        end
        else begin
            IF2_inst = sram2_rdata_next[127:96];
        end
    end
    else if(IF2_hit7 == 1'b1) begin
        if(IF2_pc[2:2] == 1'b0) begin
            IF2_inst = sram3_rdata_next[31:0];
        end
        else begin
            IF2_inst = sram3_rdata_next[63:32];
        end
    end
    else if(IF2_hit8 == 1'b1) begin
        if(IF2_pc[2:2] == 1'b0) begin
            IF2_inst = sram3_rdata_next[95:64];
        end
        else begin
            IF2_inst = sram3_rdata_next[127:96];
        end
    end
    else begin
        if(IF2_pc[2:2] == 1'b0) begin
            IF2_inst = IF2_AXI_rdata[31:0];
        end
        else begin
            IF2_inst = IF2_AXI_rdata[63:32];
        end
    end
end
always@(*) begin
    if(IF2_valid_in == 1'b1 && IF2_ID_TYPE == 3'b000 && IF2_CD_trap == 1'b0) begin
        IF2_valid_out = 1'b1;
    end
    else begin
        IF2_valid_out = 1'b0;
    end
end
always@(*) begin
    if(IF2_valid_in == 1'b1 && IF2_trap_in == 4'b0000 && IF2_ID_TYPE == 3'b000 && IF2_CD_trap == 1'b0) begin
        if(IF2_ID_ready == 1'b1) begin
            IF2_ready = 1'b1;
        end
        else begin
            IF2_ready = 1'b0;
        end
    end
    else begin
        IF2_ready = 1'b1;
    end
end
always@(posedge clk or posedge rst) begin
    if(rst == 1'b1) begin
        state <= 1'b0;
    end
    else begin
        case(state)
            1'b0: begin
                if(IF2_valid_in == 1'b1 && IF2_ID_TYPE == 3'b000 && IF2_CD_trap == 1'b0 && IF2_ID_ready == 1'b0) begin
                    state <= 1'b1;
                end
                else begin
                    state <= state;
                end
            end
            1'b1: begin
                if(IF2_ID_ready == 1'b1 || IF2_CD_trap == 1'b1 || IF2_ID_TYPE != 3'b000) begin
                    state <= 1'b0;
                end
                else begin
                    state <= state;
                end
            end
        endcase
    end
end
endmodule
$ cat ./run.sh
#!/bin/bash
# OpenROAD 26Q1-2900-gdf79404cd8, Yosys 0.63+post, stock flow scripts
make -C /OpenROAD-flow-scripts/flow DESIGN_CONFIG=/design/flow/config.mk WORK_HOME=/design/flow/orfs finish
==> results.sh <==
# implementation run metrics
export IMPL_initial_utilization_pct=17.6
export IMPL_grt_setup_unrepaired="no"
export IMPL_drt_iter0_drc=912
export IMPL_warnings=902
export IMPL_met3_length_um=11300
export IMPL_hold_path_class="flip-flop to flip-flop"
export IMPL_dieArea_um2=166000
export IMPL_syn_to_final_growth_pct=41.1
export IMPL_die_x_um=408
export IMPL_vdd_drop_max_mv=0.0351
export IMPL_cts_setup_buffers=0
export IMPL_postLayoutCellArea_um2=37200
export IMPL_p_per_area_nw_per_um2=41.0
export IMPL_hpwl_um=81800
export IMPL_setup_violations=0
export IMPL_finalPower_mw=1.53
export IMPL_via_count=18353
export IMPL_async_flop_share_pct=100
export IMPL_critPathKind="input pin to output pin"
export IMPL_p_leak_nw=13.8
export IMPL_post_route_min_period_ns=16.98
export IMPL_yosysWarnings=1
export IMPL_synth_area_top_cells="dfrtp_1 49%, mux2_2 18%, mux4_2 16%"
export IMPL_cts_resized=0
export IMPL_r2r_end="sram3_rdata[91]"
export IMPL_status="finished clean"
export IMPL_intPower_mw=1.22
export IMPL_place_gp_congestion=0.840
export IMPL_antenna_found_initial=71
export IMPL_path_clk_slew_ns=0.04
export IMPL_cts_buffer_depth=3
export IMPL_postSynthSeqShare_pct=48.7
export IMPL_syn_area_per_cell_um2=15.1
export IMPL_post_route_period_util_pct=51.3
export IMPL_cts_tree="yes"
export IMPL_tns_ns=0
export IMPL_drive_gt1_share_pct=36.0
export IMPL_p_sw_mw=0.304
export IMPL_avgViaCountPerCell=4.13
export IMPL_fin_skew_ns=0.00642
export IMPL_pwr_share_seq_pct=44.3
export IMPL_end_kind="output pin"
export IMPL_min_to="sram2_rdata[118]"
export IMPL_pwr_share_comb_pct=16.7
export IMPL_port_buffers=634
export IMPL_root_buffer="clkbuf_16"
export IMPL_top_area_cell="dfrtp_1"
export IMPL_p_sw_share_pct=19.9
export IMPL_track_usage_pct=12.8
export IMPL_critPathArrivalTime_ns=10.36
export IMPL_ioPinCount=698
export IMPL_htreeDepth=3
export IMPL_cts_buffers=67
export IMPL_holdBufCountCts=0
export IMPL_met2_length_um=47100
export IMPL_fmax_ghz=0.0589
export IMPL_drv_cap=0
export IMPL_drc=0
export IMPL_synth_top_flop_cell="dfrtp_1"
export IMPL_reg2reg_slack_ns=27.69
export IMPL_n_fill_cell=15533
export IMPL_slew_limit_headroom_pct=42.2
export IMPL_final_hold_violation_count=0
export IMPL_syn_inst=1740
export IMPL_top_cells_by_count="513 x dfrtp_1, 426 x mux2_2, 192 x mux4_2"
export IMPL_dieHeight_um=408
export IMPL_clock_power_share_pct=39.0
export IMPL_synth_cell_type_count=30
export IMPL_place_area_um2=35000
export IMPL_syn_area_um2=26300
export IMPL_clock_latency_ns=0.48
export IMPL_clock_sinks=513
export IMPL_fp_coreArea_um2=150000
export IMPL_totalWireLength_um=106000
export IMPL_grt_pass1_wl_um=149000
export IMPL_finalMaxSlewViolations=0
export IMPL_rows=142
export IMPL_edf_count=0
export IMPL_overflow=0
export IMPL_hp_start="sram2_rdata[118]"
export IMPL_cp_max_fo=44
export IMPL_worstReg2RegStart="state"
export IMPL_dr_pass1_iters=4
export IMPL_ys_area_um2=26300
export IMPL_whs_ns=0.477
export IMPL_startpoint="IF2_pc[2]"
export IMPL_grt_pass1_vias=19541
export IMPL_grt_max_degree=103
export IMPL_top_layer="met5"
export IMPL_startpoint_type="input pin"
export IMPL_most_common_cell="dfrtp_1"
export IMPL_wl_met1_um=45000
export IMPL_top_cell_area_share_pct=48.7
export IMPL_ys_flops=513
export IMPL_min_path_cells=2
export IMPL_cp_required_ns=26.48
export IMPL_ys_cells=1740
export IMPL_post_route_util_pct=24.8
export IMPL_post_drt_wl_per_cell_um=24.0
export IMPL_worst_slew_pin_slew_ns=0.867
export IMPL_postRouteAntennaNets=0
export IMPL_rr_worst_depth=8
-- cell families after synthesis --
group,count (synthesis),share of synthesized area (%)
DFF,513,48.7
and+or+nand+nor,77,1.49
buffers and inverters,221,3.78
AOI/OAI and AO/OA,225,7.71
muxes,704,38.3
-- worst max-delay path, stage by stage --
cell	delay [ns]
buf_8	0.31
buf_4	0.57
buf_4	0.52
buf_4	0.51
mux4_2	0.38
a221o_1	0.61
nand2_1	0.17
o21ai_1	0.09
clkdlybuf4s50_1	0.45
-- metal layers --
| metal | up-vias | track usage [%] |
|---|---|---|
| met1 | 9479 | 17.2 |
| met2 | 628 | 18.6 |
| met3 | 161 | 6.08 |
| met5 | - | 0 |
| met4 | 60 | 3.15 |
| li1 | 8025 | - |
-- cell usage in the layout, fill, tap and decap left out, types with 4 or more instances in the layout --
master and n:
clkdlybuf4s50_1 629, dfrtp_1 512, mux2_2 426, mux4_2 192
clkbuf_16 68, inv_1 64, mux2i_1 64, buf_4 58
o221a_2 32, o22ai_1 32, nand2b_1 32, o22a_1 32
a221o_1 32, nand2_1 32, o21ai_1 32, diode_2 27
o311ai_0 22, mux2_4 19, o41ai_2 19, clkbuf_1 18
o41ai_1 13, clkbuf_8 12, o311ai_1 10, clkinv_2 7
clkinvlp_4 4
-- power by group through the flow --
stage | Clock [mW] | Combinational (mW) | Sequential [mW]
6_report | 0.595 | 0.254 | 0.676
5_1_grt | 0.774 | 0.275 | 0.678
4_1_cts | 0.750 | 0.259 | 0.674
-- registers in the layout, summed over array words and instances, names as in the netlist --
register and cells:
state 1, sram2_rdata 128, sram1_rdata 128, sram0_rdata 128
sram3_rdata 128
-- through the flow --
step                      instances  setup WS [ns]
after global routing           4433          15.87
after floorplan                1740          12.15
final                          4439          16.12
after global placement         4294          16.00
after CTS                      4412          16.00
after detailed placement       4294          16.00
-- final cells by class --
| cell class | instances | area, µm² | area share [%] |
|---|---|---|---|
| Antenna cell | 27 | 67.6 | 0.182 |
| Clock buffer | 98 | 1930 | 5.20 |
| Clock inverter | 20 | 220 | 0.592 |
| Inverter | 67 | 259 | 0.697 |
| Multi-Input combinational cell | 1006 | 12500 | 33.7 |
| Sequential cell | 513 | 12800 | 34.5 |
| Tap cell | 2016 | 2520 | 6.79 |
| Timing Repair Buffer | 692 | 6800 | 18.3 |
-- worst max-delay path by stage --
stage         slack [ns]  depth (start not counted)           end
CTS                16.00                          9   IF2_inst[1]
global route       15.87                          9  IF2_inst[22]
finish             16.12                          9  IF2_inst[22]
Power is estimated from default activity; no workload was simulated.
